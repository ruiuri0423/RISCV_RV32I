### design/flow/design.v
module AxiMasterWrapper #(
   parameter     ID_WIDTH = 4 
  ,parameter   ADDR_WIDTH = 32
  ,parameter    LEN_WIDTH = 8
  ,parameter   SIZE_WIDTH = 4
  ,parameter  BURST_WIDTH = 2
  ,parameter   LOCK_WIDTH = 1
  ,parameter  CACHE_WIDTH = 4
  ,parameter   PROT_WIDTH = 3
  ,parameter    QOS_WIDTH = 4
  ,parameter REGION_WIDTH = 4
  ,parameter   USER_WIDTH = 32
  ,parameter   DATA_WIDTH = 32 
  ,parameter   STRB_WIDTH = 4
  ,parameter   RESP_WIDTH = 2
)(
    input                    aclk
  , input                    aresetn
  , input                    m_axi_awready  
  ,output                    m_axi_awvalid  
  ,output [  ADDR_WIDTH-1:0] m_axi_awaddr   
  ,output [  PROT_WIDTH-1:0] m_axi_awprot   
  , input                    m_axi_wready
  ,output                    m_axi_wvalid
  ,output [  DATA_WIDTH-1:0] m_axi_wdata
  ,output [  STRB_WIDTH-1:0] m_axi_wstrb
  ,output                    m_axi_bready
  , input                    m_axi_bvalid
  , input [  RESP_WIDTH-1:0] m_axi_bresp
  , input                    m_axi_arready
  ,output                    m_axi_arvalid  
  ,output [  ADDR_WIDTH-1:0] m_axi_araddr
  ,output [  PROT_WIDTH-1:0] m_axi_arprot
  ,output                    m_axi_rready
  , input                    m_axi_rvalid
  , input [  DATA_WIDTH-1:0] m_axi_rdata
  , input [  RESP_WIDTH-1:0] m_axi_rresp
  ,output                    u_wr_ren
  ,output                    u_wr_gnt
  , input                    u_wr_rok
  , input                    u_wr_req
  , input [   LEN_WIDTH-1:0] u_wr_len
  , input [  ADDR_WIDTH-1:0] u_wr_addr
  , input [  DATA_WIDTH-1:0] u_wr_data
  , input [  STRB_WIDTH-1:0] u_wr_strb
  ,output [  DATA_WIDTH-1:0] u_rd_data
  ,output                    u_rd_wen
  ,output                    u_rd_gnt
  , input                    u_rd_wok
  , input                    u_rd_req
  , input [   LEN_WIDTH-1:0] u_rd_len
  , input [  ADDR_WIDTH-1:0] u_rd_addr
);
  assign u_wr_gnt       = m_axi_awready;
  assign m_axi_awvalid  = u_wr_req;
  assign m_axi_awaddr   = u_wr_req ? u_wr_addr : 'd0;
  assign m_axi_awprot   = u_wr_req ?       'd0 : 'd0;
  wire [LEN_WIDTH-1:0] wr_len_cnt_nxt;
  reg  [LEN_WIDTH-1:0] wr_len_cnt;
  assign wr_len_cnt_nxt = u_wr_req ? u_wr_len - (m_axi_wvalid & m_axi_wready) :
                         (|wr_len_cnt & m_axi_wvalid & m_axi_wready) ? wr_len_cnt - 'd1 : wr_len_cnt;
  always @(posedge aclk or negedge aresetn)
    begin
      if (~aresetn)
        wr_len_cnt <= 'd0;
      else
        wr_len_cnt <= wr_len_cnt_nxt;
    end
  assign m_axi_wvalid = u_wr_req | (|wr_len_cnt);
  assign m_axi_wdata  = u_wr_data;
  assign m_axi_wstrb  = u_wr_strb;
  assign u_wr_ren = m_axi_wvalid & m_axi_wready;
  assign m_axi_bready = 'd1;
  assign u_rd_gnt       = m_axi_arready;
  assign m_axi_arvalid  = u_rd_req;
  assign m_axi_araddr   = u_rd_req ? u_rd_addr : 'd0;
  assign m_axi_arprot   = u_rd_req ?       'd0 : 'd0;
  assign u_rd_data    = m_axi_rdata;
  assign u_rd_wen     = m_axi_rready & m_axi_rvalid;
  assign m_axi_rready = u_rd_wok;
endmodule
### design/flow/run.sh
#!/bin/bash
# OpenROAD 26Q1-2900-gdf79404cd8, Yosys 0.63+post, stock flow scripts
make -C /OpenROAD-flow-scripts/flow DESIGN_CONFIG=/design/flow/config.mk WORK_HOME=/design/flow/orfs finish
### design/flow/config.mk
export PLATFORM = sky130hd
export DESIGN_NAME = AxiMasterWrapper
export DESIGN_NICKNAME = AxiMasterWrapper
export VERILOG_FILES = /design/flow/design.v
export SDC_FILE = /design/flow/constraint.sdc
export NUM_CORES = 4
export LEC_CHECK = 1
export CORE_AREA = 10 10 127 127
export DIE_AREA = 0 0 137 137
### design/flow/constraint.sdc
current_design AxiMasterWrapper

set clk_period 4.5
set clk_io_pct 0.2

create_clock -name clk0 -period $clk_period [get_ports {aclk}]

set non_clock_inputs [all_inputs -no_clocks]
set_input_delay [expr $clk_period * $clk_io_pct] -clock clk0 $non_clock_inputs
set_output_delay [expr $clk_period * $clk_io_pct] -clock clk0 [all_outputs]
==> job_summary.md <==
### Yosys + OpenROAD results

| Metric | Value |
|---|---|
| Core ar. | 13300 um^2 |
| CTS Buf Count | 3 |
| Largest net degree at the start of global routing | 46 |
| RD Place Congestion | 0.952 |
| Final Hold Vio Count | 0 |
| Dominant cell area share | 35.3% |
| Worst setup margin | between 1 and 1.5 ns |
| Worst-margin pin slew | approximately 0.74 ns |
| Log Warnings | ~41 |
| Count leader, synth | buf_4 |
| Layout cells sized above 1 | under 10% |
| CP dominant cell by count | clkdlybuf4s50_1 |
| Synthesized area | 1700 um^2 |
| # Cells Yosys | 226 |
| CTS tree | done |
| Clock tree buffer depth | 2 |
| Largest registers | wr_len_cnt x8 |
| RSZ-0062 raised after global routing | false |
| CP max-delay cell | clkdlybuf4s50_1 |
| First-pass GRT wire length | approximately 9000 um |
| Drt wl/cell | approximately 14 um |
| # hold bufs at CTS | 0 |
| Number of enable flip-flop cells | 0 |
| Worst-path fanout max | 33 |
| Synthesis area per yosys | around 1700 um^2 |
| Post-CTS setup buffer count | 0 |
| Pwr Density | approximately 150 nW/um^2 |
| Synth unique cells | 30 |
| Fp_density | between 10% and 20% |
| Clock root cell | clkbuf_16 |
| Levels on crit path | 3 |
| Top reg by flops | wr_len_cnt |
| # IOs | around 310 |
| Worst path bufs/invs | 2 |
| Largest register FFs | 8 |
| Drt pass-1 iters | 4 |
| Crit path DRT | about 3.6 ns |
| Area Overhead vs Synth | 68.8% |
| CP Class | in -> out |
| Max Cap Violations | 0 |
| Hpwl dp | roughly 6000 um |
| Crit-path max cell delay | 0.94 ns |
| Top cells by count | buf_4 (80), and2_1 (65), clkbuf_1 (8), dfrtp_1 (8) |
| Peak VDD IR | between 0.00015 and 0.0002 V |
| Cell type with the largest total area | buf_4 |
| Top FF cell, synth | dfrtp_1 |
| Rows | 42 |
| Setup TNS | 0 ns |
| Dpl ws | 0.970 ns |
| # clock sinks | 8 |
| Post-CTS sizing | 0 |
| Crit end category | output port |
| Seq share, synth | a little under an eighth |
| Post-route minimum period | between 3 and 4 ns |
| GR Util All Layers | 6.14% |
| Hold path depth | 2 |
| Top Family by Delay on Critical Path | buffers and inverters |
| Post-Synthesis Cells | between 200 and 250 |
| Yosys warnings | 1 |
| Hold crit path type | reg -> reg |
| Vias in the first global route | 1616 |
| CTS clk-pin slew, worst paths | about 0.04 ns |
| Chip area | approximately 19000 um^2 |
| N_diodes | 0 |
| Fillers | about 1400 |
| Die X | 137 um |
| Final Total Pwr | about 0.00044 W |
| Max Freq | 286 MHz |
| Die H | roughly 140 um |
| Clock latency (worst-skew pair) | between 0.2 and 0.25 ns |
| DRC | 0 |
| Initial DRC Count | 36 |
| Crit-path cells | clkdlybuf4s50_1, and2_1, clkdlybuf4s50_1 |
| Setup-failing EPs final | 0 |
| Reg2Reg Depth | 11 |
| Port-buffer cells | 148 |
| Final ANT Viol Nets | 0 |
| Flops after synth | 8 |
| P_leak | between 1 and 1.5 nW |
| Status | finished, final reports clean |
| Initial antenna violation count | 0 |
| Drt via density | 3.39 |
| Slew headroom | approximately half |
| H-tree Lvls | 1 |
| Logic area | ~870 um^2 |
| Fin crit share | a little under 80% |
| FF+latch area | 200 um^2 |
| CP startpoint kind | input pin |
| Clk_skew | 0.00272 ns |
| Mapped Avg Cell Area | about 7.5 um^2 |
| Vias | around 1600 |
| Top area cell types | buf_4 (35%), and2_1 (24%), dfrtp_1 (12%) |
| GR Overflow Total | 0 |
| Async set-or-reset flop fraction in the synthesized netlist | ~100% |
| Worst Path Arrival | between 2 and 3 ns |
| Slew Limit Fails | 0 |
| Routed WL | between 6000 and 7000 um |
## kinds of logic after synthesis
family                   synth area share, %
AND/OR/NAND/NOR                         33.5
buffers and inverters                   38.1
flip-flops                              11.8
multiplexers                            4.11
XOR/XNOR                                3.60
adder cells (fa/ha/maj)                 3.67
AND-OR/OR-AND                           4.78
other                                  0.441
## metal layers
layer	GRT usage (%)	vias up	routed length, um
met5	0	-	0
met4	2.99	0	289
met3	2.34	22	887
met2	11.6	106	3270
met1	5.56	697	2120
li1	-	773	-
## final timing paths
kind / startpoint / end / slack, ns
max in group asynchronous: aresetn / wr_len_cnt[6] / 3.29
worst max register to register: wr_len_cnt[0] / wr_len_cnt[6] / 1.69
min in group asynchronous: aresetn / wr_len_cnt[2] / 0.95
worst max-delay path: u_rd_req / m_axi_araddr[11] / 1.00
worst min-delay path: wr_len_cnt[1] / wr_len_cnt[1] / 0.65
worst min register to register: wr_len_cnt[1] / wr_len_cnt[1] / 0.65
## per-stage QoR
| stage | util [%] | hold WS (ns) | cell area, um^2 | cells |
|---|---|---|---|---|
| after floorplan | - | 0.570 | 1720 | 231 |
| after global placement | 21.0 | 0.618 | 2800 | 468 |
| after detailed placement | 21.0 | 0.626 | 2800 | 468 |
| after CTS | 21.5 | 0.650 | 2880 | 471 |
| after global routing | 21.5 | 0.704 | 2880 | 471 |
| final | 21.5 | 0.647 | 2880 | 471 |
## cell usage in the layout, fill, tap and decap left out, types with 2 or more instances in the layout
| cell type | n |
|---|---|
| a211oi_1 | 2 |
| a21oi_1 | 5 |
| a22oi_1 | 2 |
| and2_1 | 65 |
| clkbuf_16 | 3 |
| clkdlybuf4s50_1 | 148 |
| conb_1 | 7 |
| dfrtp_1 | 8 |
| ha_1 | 5 |
| inv_1 | 5 |
| mux2i_1 | 7 |
| nand2_1 | 4 |
| nand3_1 | 2 |
| nor2_1 | 7 |
| nor3b_1 | 4 |
| xnor2_1 | 5 |
| xor2_1 | 2 |
## report_power, final
part / leakage (nW) / internal (W) / switching, W
Sequential: 0.0918 / 0.0000823 / 0.0000115
Combinational: 0.944 / 0.000146 / 0.0000583
Clock: 0.0370 / 0.000114 / 0.0000299
## area by class of cell
cell class              instances  area share (%)
clock buffers                   3            2.61
multi-input cells             130            30.3
repair buffers                149            51.8
inverters                       5           0.653
well taps                     176            7.66
flip-flops and latches          8            6.96
## worst reg2reg max path: cells and delay by family, from the launching register on
kind / cells / cell delay, ns
and+or+nand+nor: 5 / 1.35
adders and majority gates: 3 / 0.61
muxes: 1 / 0.09
DFF: 1 / 0.39
buffers and inverters: 1 / 0.12
xor gates and xnor gates: 1 / 0.14
No activity file was given, so power comes from the tool's default toggle rates.
