==> flow/design.v <==
module CSR (
   output wire [31:0] csr_rdata
  , input wire [31:0] csr_wdata
  , input wire        csr_ren    
  , input wire        csr_wen    
  , input wire [11:0] csr_addr   
  , input wire        CLK
  , input wire        RSTN
);
reg [31:0]     mvendorid;
wire       hit_mvendorid = csr_addr == 12'hF11;
always @(posedge CLK or negedge RSTN)
  begin
    if (~RSTN)
      mvendorid <= 'd0;
    else if (hit_mvendorid && csr_wen)
      mvendorid <= csr_wdata;
  end
reg [31:0]     marchid;
wire       hit_marchid = csr_addr == 12'hF12;
always @(posedge CLK or negedge RSTN)
  begin
    if (~RSTN)
      marchid <= 'd0;
    else if (hit_marchid && csr_wen)
      marchid <= csr_wdata;
  end
reg [31:0]     mimpid;
wire       hit_mimpid = csr_addr == 12'hF13;
always @(posedge CLK or negedge RSTN)
  begin
    if (~RSTN)
      mimpid <= 'd0;
    else if (hit_mimpid && csr_wen)
      mimpid <= csr_wdata;
  end
reg [31:0]     mhartid;
wire       hit_mhartid = csr_addr == 12'hF14;
always @(posedge CLK or negedge RSTN)
  begin
    if (~RSTN)
      mhartid <= 'd0;
    else if (hit_mhartid && csr_wen)
      mhartid <= csr_wdata;
  end
reg [31:0]     mconfigptr;
wire       hit_mconfigptr = csr_addr == 12'hF15;
always @(posedge CLK or negedge RSTN)
  begin
    if (~RSTN)
      mconfigptr <= 'd0;
    else if (hit_mconfigptr && csr_wen)
      mconfigptr <= csr_wdata;
  end
reg  [31:0]     mscratch;
wire        hit_mscratch = csr_addr == 12'h340;
always @(posedge CLK or negedge RSTN)
  begin
    if (~RSTN)
      mscratch <= 'd0;
    else if (hit_mscratch && csr_wen)
      mscratch <= csr_wdata;
  end
assign csr_rdata = (hit_mvendorid  && csr_ren) ? mvendorid  :
                   (hit_marchid    && csr_ren) ? marchid    :
                   (hit_mimpid     && csr_ren) ? mimpid     :
                   (hit_mhartid    && csr_ren) ? mhartid    :
                   (hit_mconfigptr && csr_ren) ? mconfigptr :
                   (hit_mscratch   && csr_ren) ? mscratch   : 'd0;
endmodule
module CSRTop (
   output reg         alu_csr_vld
  ,output reg  [31:0] alu_csr_out
  , input      [31:0] dec_rs1_data
  , input      [31:0] dec_csr_imm
  , input      [11:0] dec_csr_addr
  , input             dec_csr_ren
  , input             dec_csr_wen
  , input             lsu_ready  
  , input             alu_flush  
  , input             is_CSR
  , input             is_CSRI
  , input             is_CSR_ADD
  , input             is_CSR_SET
  , input             is_CSR_CLR
  , input             CLK
  , input             RSTN
);
reg  [11:0] alu_csr_addr;
reg         alu_csr_wen;
reg  [31:0] alu_csr_wb;
wire [31:0] dec_csr_out;
wire [31:0] rs1_data;
wire [31:0] imm_data;
wire        csr_freeze;
assign rs1_data   = dec_rs1_data;
assign imm_data   = dec_csr_imm;
assign csr_freeze = ~lsu_ready;
always @(posedge CLK or negedge RSTN)
  begin
    if (~RSTN)
      begin
        alu_csr_vld  <= 'd0;
        alu_csr_out  <= 'd0;
      end
    else if (alu_flush)
      begin
        alu_csr_vld  <= 'd0;
        alu_csr_out  <= 'd0;
      end
    else if (~csr_freeze)
      begin
        alu_csr_vld  <=  is_CSR | is_CSRI;
        alu_csr_out  <= (is_CSR & is_CSRI) ? dec_csr_out : alu_csr_out;
      end
  end
always @(posedge CLK or negedge RSTN)
  begin
    if (~RSTN)
      begin
        alu_csr_wen  <= 'd0;
        alu_csr_addr <= 'd0;
        alu_csr_wb   <= 'd0;
      end
    else if (alu_flush)
      begin
        alu_csr_wen  <= 'd0;
        alu_csr_addr <= 'd0;
        alu_csr_wb   <= 'd0;
      end
    else
      begin
        alu_csr_wen  <= alu_csr_wen ? 1'b0 : (~csr_freeze & dec_csr_wen) ? 1'b1 : 1'b0;
        alu_csr_addr <= dec_csr_addr;
        alu_csr_wb   <= (is_CSR  & is_CSR_ADD) ? dec_csr_out + rs1_data :
                        (is_CSR  & is_CSR_SET) ? dec_csr_out | rs1_data :
                        (is_CSR  & is_CSR_CLR) ? dec_csr_out & rs1_data :
                        (is_CSRI & is_CSR_ADD) ? dec_csr_out + imm_data :
                        (is_CSRI & is_CSR_SET) ? dec_csr_out | imm_data :
                        (is_CSRI & is_CSR_CLR) ? dec_csr_out & imm_data : 'd0;
      end
  end
wire [11:0] csr_addr = dec_csr_ren ? dec_csr_addr :
                       alu_csr_wen ? alu_csr_addr : 'd0;
CSR i0_CSR (
  .csr_rdata ( dec_csr_out ),
  .csr_wdata ( alu_csr_wb  ),
  .csr_ren   ( dec_csr_ren ),  
  .csr_wen   ( alu_csr_wen ),  
  .csr_addr  ( csr_addr    ),  
  .CLK       ( CLK         ),
  .RSTN      ( RSTN        )
);
endmodule
==> flow/run.sh <==
#!/bin/bash
# OpenROAD 26Q1-2900-gdf79404cd8, Yosys 0.63+post, stock flow scripts
make -C /OpenROAD-flow-scripts/flow DESIGN_CONFIG=/design/flow/config.mk WORK_HOME=/design/flow/orfs finish
==> flow/config.mk <==
export PLATFORM = sky130hd
export DESIGN_NAME = CSRTop
export DESIGN_NICKNAME = CSRTop
export VERILOG_FILES = /design/flow/design.v
export SDC_FILE = /design/flow/constraint.sdc
export NUM_CORES = 4
export LEC_CHECK = 1
export CORE_UTILIZATION = 30
==> flow/constraint.sdc <==
current_design CSRTop

set clk_period 23.2
set clk_io_pct 0.2

create_clock -name clk0 -period $clk_period [get_ports {CLK}]

set non_clock_inputs [all_inputs -no_clocks]
set_input_delay [expr $clk_period * $clk_io_pct] -clock clk0 $non_clock_inputs
set_output_delay [expr $clk_period * $clk_io_pct] -clock clk0 [all_outputs]
==> changes_impl.md <==
## Flow update

- Status: complete, no violations
- P per Cell Area: 55.3 mW/mm2
- Clock Power Share: 0.470
- Worst r2r path cells: 21
- Top cells by area: dfrtp_1 40%, mux2_2 13%, ha_1 9.5%, a211oi_1 3.3%, nor2_1 3.2%
- Startpoint Class: primary input
- Seq/Total Area, Yosys: 0.399
- CP startpoint: dec_csr_ren
- Syn avg cell area: 9.79 um2
- Fill cells: 5447
- Port bufs: 119
- Slew Viols, Final: 0
- Tool warnings: 86
- Cells in synth_stat.txt: 1730
- Share of cells above drive strength 1: 0.169
- Slew HR: 0.434
- Most used routing layer: met2
- Hold path depth: 2
- Die extent in x: 240 um
- Area leader share: 0.399
- Residual overflow from global routing: 0
- 1st-iter DRT viols: 897
- Max Clock Freq: 94.7 MHz
- Clk latency late pin: 0.59 ns
- End of the critical path: alu_csr_wb[31]
- Setup Crit Path Kind: primary input to register
- Final design utilization: 0.361
- Unrepaired setup endpoints after global routing: no
- Die Footprint: 0.0574 mm2
- First-pass GRT wire length: 77700 um
- CTS buffer count: 31
- Flop-to-flop setup slack: 17.34 ns
- CTS Buffer Depth: 3
- Maximum fanout along the worst path: 35
- Antenna-violating nets left: 0
- Critical Path AT: 11.04 ns
- CTS H-tree lvls: 1
- Clock-pin slew on the worst setup and hold paths: 0.06 ns
- Critical R2R Launch: alu_csr_wen
- Peak VDD IR: 0.0000523 V
- Synth-to-layout area growth: 18.3%
- GR Layer Usage met1: 0.269
- Vias/cell: 5.08
- Number of enable flip-flop cells: 0
- Top cells by count: 270 x dfrtp_1, 194 x mux2_2, 143 x nor2_1
- YS chip area: 0.0169 mm2
- Initial antenna violation count: 0
- Worst slew pin tran: 0.838 ns
- Period utilization: 0.455
- Grt met2 use: 0.278
- Combinational Power Share: 0.091
- Clock sinks: 270
- Die Y: 240 um
- DRT Pass-1 Iters: 5
- Drt drc: 0
- CTS Hold Buffers Added: 0
- Count leader, synth: dfrtp_1
- Sequential cell area: 0.00676 mm2
- Net Sw Frac: 0.250
- Ys async rst share: 1.00
- Fin. Hold Viols: 0
- Vias in the first global route: 13500
- Hold WC Path Type: register to register
- Yosys warning count: 2
- Post-CTS sizing: 0
- Routability cong.: 0.912
- Core Box Area: 0.0554 mm2
- Syn Inst Count: 1730
- Reg2reg end: alu_csr_wb[31]
- Yosys top cell by area: dfrtp_1
- Cell Type Count: 77
- Gr usage total: 0.179
- CTS root buf: clkbuf_16
- Most used flip-flop cell: dfrtp_1
- Logic area: 0.00939 mm2
- CTS tree: built
- Num rows: 86
- Synth flops: 270
- Via Count: 13200
- Total Wirelength: 48900 um
- Pleak: 9.62 nW
- Final Total Pwr: 0.00111 W
- Syn Std Cell Area: 0.0169 mm2
- Final HPWL DP: 34200 um
- HP Start: alu_csr_out[28]
- Fin Setup TNS: 0 ns
- Pint: 0.000831 W
- Min cycle time layout: 10.56 ns
- Antenna fix cells: 0
- Psw: 0.000277 W
- Final setup vio count: 0
- WP data required: 23.69 ns
- Sequential power share: 0.439
- Clock skew: 0.0182 ns
- MaxCap Viol Count: 0
- Pin count of the biggest net entering global routing: 114
- Setup Buffers After CTS: 0
- Crit end category: register
- Met3 Use GR: 0.0313
- Fp_density: 0.305
- DR WL/cell: 18.9 um
- Ports: 120
==> layout make-up <==
type	instances	area share
clock buffers	39	0.0417
clock inverters	19	0.0130
inverters	106	0.0199
multi-input cells	1259	0.469
flip-flops and latches	270	0.337
well taps	748	0.0467
repair buffers	152	0.0725
==> sequential cells by signal, indices dropped and copies added (netlist names) <==
signal and flops:
i0_CSR.mhartid 32, alu_csr_out 32, i0_CSR.mvendorid 32, i0_CSR.mscratch 32, alu_csr_addr 12, i0_CSR.mimpid 32
alu_csr_vld 1, alu_csr_wb 32, i0_CSR.mconfigptr 32, i0_CSR.marchid 32, alu_csr_wen 1
==> worst min-delay path by stage <==
stage                     end  slack (ns)
global route   alu_csr_out[0]        0.51
finish        alu_csr_out[28]        0.48
CTS           alu_csr_out[26]        0.49
==> power groups by stage <==
stage / registers (W) / clock network [W] / logic, W
after CTS: 0.000486 / 0.000531 / 0.000102
after global routing: 0.000487 / 0.000553 / 0.000112
final: 0.000486 / 0.000521 / 0.000101
==> layer usage <==
metal,vias to the layer above,wire [um]
li1,6347,-
met1,6428,23000
met2,341,22300
met3,59,2600
met4,0,1030
met5,-,0
==> through the flow <==
| step | setup slack [ns] | area, um2 | hold slack, ns | instances |
|---|---|---|---|---|
| after floorplan | 14.04 | 16900 | 0.426 | 1730 |
| after global placement | 12.25 | 18900 | 0.471 | 2535 |
| after detailed placement | 12.18 | 18900 | 0.473 | 2535 |
| after CTS | 12.73 | 20000 | 0.488 | 2593 |
| after global routing | 12.15 | 20000 | 0.511 | 2593 |
| final | 12.64 | 20000 | 0.484 | 2593 |
==> worst max-delay path: stages <==
cell and delay, ns:
clkdlybuf4s50_1 0.96, nor2_1 0.25, a21oi_4 0.16, buf_4 0.57
nor2b_1 0.30, and4_1 0.22, buf_4 0.40, a211oi_1 0.14
o211ai_1 0.19, o21ai_1 0.22, ha_1 0.37, a211oi_1 0.27
nor2_1 0.13, o311ai_0 0.72, a21boi_1 0.30, and3_1 0.29
nor3_1 0.20, nor2_1 0.10, a31oi_1 0.20, xor2_1 0.11
a221oi_2 0.27
==> cell usage in the layout, fill, tap and decap left out, drive strengths merged, types with 5 or more instances in the layout <==
cell type,Yosys,layout
a21oi,92,92
dfrtp,270,270
nor2b,17,17
a31oi,14,14
and2,8,8
o21ai,145,145
nand3,13,13
mux2i,35,35
nand4,6,6
buf,34,35
o22ai,6,6
o211ai,51,51
nor2,143,143
nand2b,8,8
a21o,23,23
clkdlybuf4s50,0,117
mux2,194,194
clkinv,0,8
clkbuf,61,39
o21a,8,8
o31ai,6,6
a211oi,77,77
and3,11,11
ha,128,128
nor3,24,24
inv,106,110
xor2,16,16
xnor2,34,34
bufinv,0,5
nand2,136,136
a221oi,6,6
==> cells by family (layout without fill, tap and decap cells) <==
group,after synthesis,in the layout,synth area share
flip-flops,270,270,0.399
AND/OR/NAND/NOR,389,389,0.104
adder cells (fa/ha/maj),130,130,0.0970
XOR/XNOR,50,50,0.0259
AND-OR/OR-AND,461,461,0.176
buffers and inverters,201,316,0.0484
multiplexers,229,229,0.150
Power and IR drop assume default switching activity.
