## ./config.mk

```make
export PLATFORM = sky130hd
export DESIGN_NAME = SyncQueue
export DESIGN_NICKNAME = SyncQueue
export VERILOG_FILES = /design/flow/design.v
export SDC_FILE = /design/flow/constraint.sdc
export NUM_CORES = 4
export LEC_CHECK = 1
export CORE_UTILIZATION = 40
```

## ./constraint.sdc

```tcl
current_design SyncQueue

set clk_period 4.5
set clk_io_pct 0.2

create_clock -name clk0 -period $clk_period [get_ports {CLK}]

set non_clock_inputs [all_inputs -no_clocks]
set_input_delay [expr $clk_period * $clk_io_pct] -clock clk0 $non_clock_inputs
set_output_delay [expr $clk_period * $clk_io_pct] -clock clk0 [all_outputs]
```

## ./design.v

```verilog
module SyncQueue #(
   parameter WIDTH   = 31
  ,parameter DEPTH   = 4
  ,parameter OUT_REG = 0
  ,parameter DEPTH_LOG2 = $clog2(DEPTH)
)(
   output             sync_q_rok
  ,output             sync_q_wok
  ,output [WIDTH-1:0] sync_q_rdata
  , input             sync_q_ren
  , input             sync_q_wen
  , input [WIDTH-1:0] sync_q_wdata
  , input             sync_q_flush
  , input             CLK
  , input             RSTN
);
wire                  sync_q_inc;
wire                  sync_q_dec;
wire [DEPTH_LOG2  :0] sync_q_cnt_n;
reg  [DEPTH_LOG2  :0] sync_q_cnt;
wire                  sync_q_rmax;
wire                  sync_q_rinc;
wire [DEPTH_LOG2-1:0] sync_q_rptr_n;
reg  [DEPTH_LOG2-1:0] sync_q_rptr; 
wire                  sync_q_wmax;
wire                  sync_q_winc;
wire [DEPTH_LOG2-1:0] sync_q_wptr_n;
reg  [DEPTH_LOG2-1:0] sync_q_wptr;
assign sync_q_inc    = sync_q_winc;
assign sync_q_dec    = sync_q_rinc;
assign sync_q_cnt_n  = sync_q_cnt + sync_q_inc - sync_q_dec;
assign sync_q_rinc   = sync_q_rok & sync_q_ren;
assign sync_q_rmax   = sync_q_rptr == (DEPTH - 1);
assign sync_q_rptr_n = sync_q_rmax ? 'd0 : (sync_q_rptr + 1'd1);
assign sync_q_winc   = sync_q_wok & sync_q_wen;
assign sync_q_wmax   = sync_q_wptr == (DEPTH - 1);
assign sync_q_wptr_n = sync_q_wmax ? 'd0 : (sync_q_wptr + 1'd1);
always @(posedge CLK or negedge RSTN)
  begin
    if (~RSTN)
      sync_q_cnt <= 'd0;
    else if (sync_q_flush)
      sync_q_cnt <= 'd0;
    else
      sync_q_cnt <= sync_q_cnt_n;
  end
always @(posedge CLK or negedge RSTN)
  begin
    if (~RSTN)
      sync_q_rptr <= 'd0;
    else if (sync_q_flush)
      sync_q_rptr <= 'd0;
    else if (sync_q_rinc)
      sync_q_rptr <= sync_q_rptr_n;
  end
always @(posedge CLK or negedge RSTN)
  begin
    if (~RSTN)
      sync_q_wptr <= 'd0;
    else if (sync_q_flush)
      sync_q_wptr <= 'd0;
    else if (sync_q_winc)
      sync_q_wptr <= sync_q_wptr_n;
  end
reg [WIDTH-1:0] sync_q_mem [DEPTH-1:0];
always @(posedge CLK)
  begin
    if (sync_q_winc)
      sync_q_mem[sync_q_wptr] <= sync_q_wdata;
  end
assign sync_q_rok   = sync_q_cnt > 0;
assign sync_q_wok   = sync_q_cnt < DEPTH;
generate
  begin : GEN_OUT_REG
    if (OUT_REG == 1)
      begin
        reg [WIDTH-1:0] sync_q_rdata_reg;
        assign sync_q_rdata = sync_q_rdata_reg;
        always @(posedge CLK or negedge RSTN)
          begin
            if (~RSTN)
              sync_q_rdata_reg <= 'd0;
            else if (sync_q_rinc)
              sync_q_rdata_reg <= sync_q_mem[sync_q_rptr];
          end
      end
    else
      assign sync_q_rdata = sync_q_mem[sync_q_rptr];
  end
endgenerate
endmodule
```

## ./run.sh

```bash
#!/bin/bash
# OpenROAD 26Q1-2900-gdf79404cd8, Yosys 0.63+post, stock flow scripts
make -C /OpenROAD-flow-scripts/flow DESIGN_CONFIG=/design/flow/config.mk WORK_HOME=/design/flow/orfs finish
```

==> results.yml <==
# flow metrics
synthesis:
  yosysTopAreaCellShare_pct: 75.3
  synth-seq-cells: 131
  ys_cells: 207
  synth_area_per_cell_um2: 23.9
  synthCells: 207
  ys_seq_share_pct: 78.8
  ys_chip_area_mm2: 0.00494
  yosysWarnings: 1
  synth.distinct_cells: 18
  synth_top_cell_by_area: "edfxtp_1"
  topCellsByArea: "edfxtp_1 75%, mux4_2 14%, dfrtp_1 3.5%"
  synthesis.area_mm2: 0.00494
min_path:
  hold_depth: 2
  hp-class: "reg2reg"
  worstHoldStart: "sync_q_wptr[1]"
status:
  outcome: "finished, final reports clean"
floorplan:
  coreArea_mm2: 0.0120
  chipHeight_um: 113
  die-width_um: 113
  dieArea_mm2: 0.0128
  initCoreUtil_pct: 41.2
  rows: 40
  ios: 69
power_and_ir_drop:
  pwr-share-seq_pct: 42.2
  power_frac_clock_pct: 40.5
  power.net_switching_uw: 762
  p_sw_share_pct: 21.1
  p_leak_uw: 0.00215
  ir_worst_vdd_uv: 408
  intPower_uw: 2850
  powerDensity_mw_per_mm2: 562
  p_comb_share_pct: 17.3
final_timing:
  max_freq_mhz: 285
  worst_slew_pin_slew_ns: 0.675
  slew_headroom_pct: 55.0
  finalCriticalPeriod_ns: 3.51
  setup_viol: 0
  drv_slew: 0
  setup_ws_ns: 0.994
  hold_viol: 0
  fin_setup_tns_ns: 0
  fin_skew_ns: 0.00767
  hold_ws_ns: 0.622
  finalCritPeriodShare_pct: 77.9
  rsz0062_at_grt: "false"
cts:
  clock-sinks: 131
  cts-root-buf: "clkbuf_16"
  post_cts_resized: 0
  cts_buffer_depth: 2
  clk_latency_ns: 0.41
  cts_buffers: 17
  cts_tree: "built"
  clk_pin_slew_worst_paths_ns: 0.05
  htreeDepth: 4
  holdBufCountCts: 0
  postCtsSetupBuffers: 0
routing:
  post-route-drc-count: 0
  first_iter_violations: 121
  firstDrtPassIters: 4
  vias: 2287
  ant_nets: 0
  routed_wl_mm: 8.27
  wl_per_cell_um: 18.3
  vias_per_cell: 5.06
  diodes: 0
worst_setup_path:
  crit_buf_inv: 2
  cp.arrival_ns: 2.61
  path_cells: "buf_4 -> mux4_2 -> clkdlybuf4s50_1"
  criticalPathCategory: "reg2out"
  endpoint_kind: "output port"
  r2r_cells: 10
  path_depth: 3
  crit_start: "sync_q_rptr[0]"
  rr_startpoint: "sync_q_cnt[2]"
  critPathMaxFanout: 19
  critPathMaxStageDelay_ns: 0.72
  required_ns: 3.60
  slowest_stage: "dfrtp_2"
  startpoint_type: "register"
  crit_family: "buffers and inverters"
place:
  io_buffers: 68
  place.gp.congestion: 0.779
  post-place-ws_ns: 1.36
  dpl.hpwl_mm: 5.01
global_routing:
  antenna_found_initial: 0
  grt_pass1_vias: 2630
  grt_max_degree: 24
  grt_pass1_wl_mm: 13.6
  grt_overflow: 0
  grt_util_all_layers_pct: 15.6
flow_run:
  drv_cap: 0
  warnings: 28
layout:
  fill_cells: 939
  drive_gt1_share_pct: 24.6
  syn_to_final_growth_pct: 30.1
==> power groups by stage <==
stage / registers, µW / logic [µW] / clock network [µW]
after CTS: 1530 / 643 / 1490
after global routing: 1540 / 695 / 1540
final: 1530 / 627 / 1460
==> synthesized netlist by cell type <==
| cell type | number |
|---|---|
| buf_6 | 3 |
| edfxtp_1 | 124 |
| and2_1 | 4 |
| nor2b_1 | 2 |
| fa_1 | 1 |
| inv_1 | 7 |
| xnor2_1 | 2 |
| buf_8 | 1 |
| nand2_1 | 1 |
| nor2_1 | 6 |
| ha_1 | 7 |
| or3_1 | 2 |
| o31ai_2 | 1 |
| buf_2 | 4 |
| mux4_2 | 31 |
| a21oi_2 | 1 |
| dfrtp_1 | 7 |
| mux2i_1 | 3 |
==> per-layer routing <==
| layer | wire length [µm] | track usage (%) |
|---|---|---|
| met5 | 0 | 0 |
| met4 | 108 | 1.93 |
| met3 | 834 | 8.79 |
| met2 | 3850 | 22.8 |
| met1 | 3470 | 23.3 |
==> stage by stage <==
step / utilization [%] / area, µm² / power, µW / cells
2_1_floorplan: - / 4940 / 1870 / 207
4_1_cts: 53.6 / 6430 / 3670 / 452
6_report: 53.6 / 6430 / 3620 / 452
5_1_grt: 53.6 / 6430 / 3780 / 452
3_3_place_gp: 48.2 / 5790 / 2190 / 420
3_5_place_dp: 48.2 / 5790 / 2190 / 420
==> worst register-to-register path, stage by stage (launching register included) <==
cell and delay, ns:
dfrtp_1 0.41, o31ai_2 0.44, inv_1 0.09, ha_1 0.28
inv_1 0.06, ha_1 0.14, inv_1 0.05, fa_1 0.37
xnor2_1 0.19, xnor2_1 0.14, nor2_1 0.05
==> cell type report <==
class,count,area [µm²],share of cell area (%)
clock inverters,13,208,3.23
repair buffers,74,726,11.3
multi-input cells,61,956,14.9
inverters,7,26.3,0.408
clock buffers,19,433,6.73
flip-flops and latches,131,3900,60.6
well taps,147,184,2.86
==> sequential cells by signal, summed over array words and instances (netlist names) <==
signal and cells:
sync_q_cnt 3, sync_q_mem 124, sync_q_rptr 2, sync_q_wptr 2
==> final timing paths <==
kind,endpoint,slack [ns]
worst max-delay path,sync_q_rdata[14],0.99
min in group asynchronous,sync_q_cnt[2],0.77
worst min register to register,sync_q_wptr[1],0.62
max in group asynchronous,sync_q_rptr[1],3.44
worst min-delay path,sync_q_wptr[1],0.62
worst max register to register,sync_q_cnt[2],2.17
==> kinds of logic (layout without fill, tap and decap cells) <==
logic type	after synthesis	count (layout)	share of synthesized area, %
compound gates	2	2	0.430
xor+xnor	2	2	0.354
fa+ha+maj	8	8	2.18
buf+inv	15	113	1.92
flops	131	131	78.8
mux	34	34	14.7
simple gates	15	15	1.54
==> cell usage in the layout, fill, tap and decap left out <==
| cell | netlist | layout |
|---|---|---|
| o31ai_2 | 1 | 1 |
| clkdlybuf4s50_1 | 0 | 68 |
| inv_6 | 0 | 1 |
| or3_1 | 2 | 2 |
| dfrtp_1 | 7 | 5 |
| nand2_1 | 1 | 1 |
| buf_4 | 0 | 6 |
| ha_1 | 7 | 7 |
| edfxtp_1 | 124 | 124 |
| mux4_2 | 31 | 31 |
| fa_1 | 1 | 1 |
| a21oi_2 | 1 | 1 |
| clkinv_4 | 0 | 3 |
| dfrtp_2 | 0 | 2 |
| bufinv_16 | 0 | 5 |
| inv_1 | 7 | 7 |
| mux2i_1 | 3 | 3 |
| clkbuf_16 | 0 | 17 |
| and2_2 | 0 | 4 |
| clkinv_2 | 0 | 3 |
| nor2b_1 | 2 | 2 |
| nor2_1 | 6 | 6 |
| clkbuf_1 | 0 | 2 |
| clkinvlp_4 | 0 | 1 |
| xnor2_1 | 2 | 2 |
Power figures rest on the tool's default switching activity, not on a simulated workload.
