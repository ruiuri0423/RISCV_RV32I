## /design/flow/run.sh

```bash
#!/bin/bash
# OpenROAD 26Q1-2900-gdf79404cd8, Yosys 0.63+post, stock flow scripts
make -C /OpenROAD-flow-scripts/flow DESIGN_CONFIG=/design/flow/config.mk WORK_HOME=/design/flow/orfs finish
```

## /design/flow/design.v

```verilog
module Register32(
   output reg [31:0] x31
  ,output reg [31:0] x30
  ,output reg [31:0] x29
  ,output reg [31:0] x28
  ,output reg [31:0] x27
  ,output reg [31:0] x26
  ,output reg [31:0] x25
  ,output reg [31:0] x24
  ,output reg [31:0] x23
  ,output reg [31:0] x22
  ,output reg [31:0] x21
  ,output reg [31:0] x20
  ,output reg [31:0] x19
  ,output reg [31:0] x18
  ,output reg [31:0] x17
  ,output reg [31:0] x16
  ,output reg [31:0] x15
  ,output reg [31:0] x14
  ,output reg [31:0] x13
  ,output reg [31:0] x12
  ,output reg [31:0] x11
  ,output reg [31:0] x10
  ,output reg [31:0] x09
  ,output reg [31:0] x08
  ,output reg [31:0] x07
  ,output reg [31:0] x06
  ,output reg [31:0] x05
  ,output reg [31:0] x04
  ,output reg [31:0] x03
  ,output reg [31:0] x02
  ,output reg [31:0] x01
  ,output reg [31:0] x00
  , input            x31_wen
  , input            x30_wen
  , input            x29_wen
  , input            x28_wen
  , input            x27_wen
  , input            x26_wen
  , input            x25_wen
  , input            x24_wen
  , input            x23_wen
  , input            x22_wen
  , input            x21_wen
  , input            x20_wen
  , input            x19_wen
  , input            x18_wen
  , input            x17_wen
  , input            x16_wen
  , input            x15_wen
  , input            x14_wen
  , input            x13_wen
  , input            x12_wen
  , input            x11_wen
  , input            x10_wen
  , input            x09_wen
  , input            x08_wen
  , input            x07_wen
  , input            x06_wen
  , input            x05_wen
  , input            x04_wen
  , input            x03_wen
  , input            x02_wen
  , input            x01_wen
  , input     [31:0] x_wdata
  , input            CLK
  , input            RSTN
);
always @(posedge CLK or negedge RSTN)
  begin
    if (~RSTN)
      x00 <= 'd0;
    else
      x00 <= 'd0;
  end
always @(posedge CLK or negedge RSTN)
  begin
    if (~RSTN)
      x01 <= 'd0;
    else if (x01_wen)
      x01 <= x_wdata;
  end
always @(posedge CLK or negedge RSTN)
  begin
    if (~RSTN)
      x02 <= 'd0;
    else if (x02_wen)
      x02 <= x_wdata;
  end
always @(posedge CLK or negedge RSTN)
  begin
    if (~RSTN)
      x03 <= 'd0;
    else if (x03_wen)
      x03 <= x_wdata;
  end
always @(posedge CLK or negedge RSTN)
  begin
    if (~RSTN)
      x04 <= 'd0;
    else if (x04_wen)
      x04 <= x_wdata;
  end
always @(posedge CLK or negedge RSTN)
  begin
    if (~RSTN)
      x05 <= 'd0;
    else if (x05_wen)
      x05 <= x_wdata;
  end
always @(posedge CLK or negedge RSTN)
  begin
    if (~RSTN)
      x06 <= 'd0;
    else if (x06_wen)
      x06 <= x_wdata;
  end
always @(posedge CLK or negedge RSTN)
  begin
    if (~RSTN)
      x07 <= 'd0;
    else if (x07_wen)
      x07 <= x_wdata;
  end
always @(posedge CLK or negedge RSTN)
  begin
    if (~RSTN)
      x08 <= 'd0;
    else if (x08_wen)
      x08 <= x_wdata;
  end
always @(posedge CLK or negedge RSTN)
  begin
    if (~RSTN)
      x09 <= 'd0;
    else if (x09_wen)
      x09 <= x_wdata;
  end
always @(posedge CLK or negedge RSTN)
  begin
    if (~RSTN)
      x10 <= 'd0;
    else if (x10_wen)
      x10 <= x_wdata;
  end
always @(posedge CLK or negedge RSTN)
  begin
    if (~RSTN)
      x11 <= 'd0;
    else if (x11_wen)
      x11 <= x_wdata;
  end
always @(posedge CLK or negedge RSTN)
  begin
    if (~RSTN)
      x12 <= 'd0;
    else if (x12_wen)
      x12 <= x_wdata;
  end
always @(posedge CLK or negedge RSTN)
  begin
    if (~RSTN)
      x13 <= 'd0;
    else if (x13_wen)
      x13 <= x_wdata;
  end
always @(posedge CLK or negedge RSTN)
  begin
    if (~RSTN)
      x14 <= 'd0;
    else if (x14_wen)
      x14 <= x_wdata;
  end
always @(posedge CLK or negedge RSTN)
  begin
    if (~RSTN)
      x15 <= 'd0;
    else if (x15_wen)
      x15 <= x_wdata;
  end
always @(posedge CLK or negedge RSTN)
  begin
    if (~RSTN)
      x16 <= 'd0;
    else if (x16_wen)
      x16 <= x_wdata;
  end
always @(posedge CLK or negedge RSTN)
  begin
    if (~RSTN)
      x17 <= 'd0;
    else if (x17_wen)
      x17 <= x_wdata;
  end
always @(posedge CLK or negedge RSTN)
  begin
    if (~RSTN)
      x18 <= 'd0;
    else if (x18_wen)
      x18 <= x_wdata;
  end
always @(posedge CLK or negedge RSTN)
  begin
    if (~RSTN)
      x19 <= 'd0;
    else if (x19_wen)
      x19 <= x_wdata;
  end
always @(posedge CLK or negedge RSTN)
  begin
    if (~RSTN)
      x20 <= 'd0;
    else if (x20_wen)
      x20 <= x_wdata;
  end
always @(posedge CLK or negedge RSTN)
  begin
    if (~RSTN)
      x21 <= 'd0;
    else if (x21_wen)
      x21 <= x_wdata;
  end
always @(posedge CLK or negedge RSTN)
  begin
    if (~RSTN)
      x22 <= 'd0;
    else if (x22_wen)
      x22 <= x_wdata;
  end
always @(posedge CLK or negedge RSTN)
  begin
    if (~RSTN)
      x23 <= 'd0;
    else if (x23_wen)
      x23 <= x_wdata;
  end
always @(posedge CLK or negedge RSTN)
  begin
    if (~RSTN)
      x24 <= 'd0;
    else if (x24_wen)
      x24 <= x_wdata;
  end
always @(posedge CLK or negedge RSTN)
  begin
    if (~RSTN)
      x25 <= 'd0;
    else if (x25_wen)
      x25 <= x_wdata;
  end
always @(posedge CLK or negedge RSTN)
  begin
    if (~RSTN)
      x26 <= 'd0;
    else if (x26_wen)
      x26 <= x_wdata;
  end
always @(posedge CLK or negedge RSTN)
  begin
    if (~RSTN)
      x27 <= 'd0;
    else if (x27_wen)
      x27 <= x_wdata;
  end
always @(posedge CLK or negedge RSTN)
  begin
    if (~RSTN)
      x28 <= 'd0;
    else if (x28_wen)
      x28 <= x_wdata;
  end
always @(posedge CLK or negedge RSTN)
  begin
    if (~RSTN)
      x29 <= 'd0;
    else if (x29_wen)
      x29 <= x_wdata;
  end
always @(posedge CLK or negedge RSTN)
  begin
    if (~RSTN)
      x30 <= 'd0;
    else if (x30_wen)
      x30 <= x_wdata;
  end
always @(posedge CLK or negedge RSTN)
  begin
    if (~RSTN)
      x31 <= 'd0;
    else if (x31_wen)
      x31 <= x_wdata;
  end
endmodule
module RegisterTop (
   output reg [31:0] rs1_data 
  ,output reg [31:0] rs2_data
  , input     [31:0] rd_data
  , input     [ 4:0] rd
  , input            rd_wen     
  , input     [ 4:0] rs1
  , input     [ 4:0] rs2
  , input            rs1_ren
  , input            rs2_ren
  , input     [ 0:0] rs1_forward
  , input     [31:0] rs1_forward_data
  , input     [ 0:0] rs2_forward
  , input     [31:0] rs2_forward_data
  , input            CLK
  , input            RSTN
);
wire [31:0] x31;
wire [31:0] x30;
wire [31:0] x29;
wire [31:0] x28;
wire [31:0] x27;
wire [31:0] x26;
wire [31:0] x25;
wire [31:0] x24;
wire [31:0] x23;
wire [31:0] x22;
wire [31:0] x21;
wire [31:0] x20;
wire [31:0] x19;
wire [31:0] x18;
wire [31:0] x17;
wire [31:0] x16;
wire [31:0] x15;
wire [31:0] x14;
wire [31:0] x13;
wire [31:0] x12;
wire [31:0] x11;
wire [31:0] x10;
wire [31:0] x09;
wire [31:0] x08;
wire [31:0] x07;
wire [31:0] x06;
wire [31:0] x05;
wire [31:0] x04;
wire [31:0] x03;
wire [31:0] x02;
wire [31:0] x01;
wire [31:0] x00;
wire        x31_wen = rd_wen & (rd == 'd31);
wire        x30_wen = rd_wen & (rd == 'd30);
wire        x29_wen = rd_wen & (rd == 'd29);
wire        x28_wen = rd_wen & (rd == 'd28);
wire        x27_wen = rd_wen & (rd == 'd27);
wire        x26_wen = rd_wen & (rd == 'd26);
wire        x25_wen = rd_wen & (rd == 'd25);
wire        x24_wen = rd_wen & (rd == 'd24);
wire        x23_wen = rd_wen & (rd == 'd23);
wire        x22_wen = rd_wen & (rd == 'd22);
wire        x21_wen = rd_wen & (rd == 'd21);
wire        x20_wen = rd_wen & (rd == 'd20);
wire        x19_wen = rd_wen & (rd == 'd19);
wire        x18_wen = rd_wen & (rd == 'd18);
wire        x17_wen = rd_wen & (rd == 'd17);
wire        x16_wen = rd_wen & (rd == 'd16);
wire        x15_wen = rd_wen & (rd == 'd15);
wire        x14_wen = rd_wen & (rd == 'd14);
wire        x13_wen = rd_wen & (rd == 'd13);
wire        x12_wen = rd_wen & (rd == 'd12);
wire        x11_wen = rd_wen & (rd == 'd11);
wire        x10_wen = rd_wen & (rd == 'd10);
wire        x09_wen = rd_wen & (rd == 'd09);
wire        x08_wen = rd_wen & (rd == 'd08);
wire        x07_wen = rd_wen & (rd == 'd07);
wire        x06_wen = rd_wen & (rd == 'd06);
wire        x05_wen = rd_wen & (rd == 'd05);
wire        x04_wen = rd_wen & (rd == 'd04);
wire        x03_wen = rd_wen & (rd == 'd03);
wire        x02_wen = rd_wen & (rd == 'd02);
wire        x01_wen = rd_wen & (rd == 'd01);
wire [31:0] x_wdata = rd_data;
wire [31:0] rs1_p = (rs1 == 'd31) ? x31 :
                    (rs1 == 'd30) ? x30 :
                    (rs1 == 'd29) ? x29 :
                    (rs1 == 'd28) ? x28 :
                    (rs1 == 'd27) ? x27 :
                    (rs1 == 'd26) ? x26 :
                    (rs1 == 'd25) ? x25 :
                    (rs1 == 'd24) ? x24 :
                    (rs1 == 'd23) ? x23 :
                    (rs1 == 'd22) ? x22 :
                    (rs1 == 'd21) ? x21 :
                    (rs1 == 'd20) ? x20 :
                    (rs1 == 'd19) ? x19 :
                    (rs1 == 'd18) ? x18 :
                    (rs1 == 'd17) ? x17 :
                    (rs1 == 'd16) ? x16 :
                    (rs1 == 'd15) ? x15 :
                    (rs1 == 'd14) ? x14 :
                    (rs1 == 'd13) ? x13 :
                    (rs1 == 'd12) ? x12 :
                    (rs1 == 'd11) ? x11 :
                    (rs1 == 'd10) ? x10 :
                    (rs1 == 'd09) ? x09 :
                    (rs1 == 'd08) ? x08 :
                    (rs1 == 'd07) ? x07 :
                    (rs1 == 'd06) ? x06 :
                    (rs1 == 'd05) ? x05 :
                    (rs1 == 'd04) ? x04 :
                    (rs1 == 'd03) ? x03 :
                    (rs1 == 'd02) ? x02 :
                    (rs1 == 'd01) ? x01 :
                                    x00 ;
always @(posedge CLK or negedge RSTN)
  begin
    if (~RSTN)
        rs1_data <= 'd0;
    else if (rs1_ren)
        rs1_data <= rs1_forward ? rs1_forward_data : rs1_p;
  end
wire [31:0] rs2_p = (rs2 == 'd31) ? x31 :
                    (rs2 == 'd30) ? x30 :
                    (rs2 == 'd29) ? x29 :
                    (rs2 == 'd28) ? x28 :
                    (rs2 == 'd27) ? x27 :
                    (rs2 == 'd26) ? x26 :
                    (rs2 == 'd25) ? x25 :
                    (rs2 == 'd24) ? x24 :
                    (rs2 == 'd23) ? x23 :
                    (rs2 == 'd22) ? x22 :
                    (rs2 == 'd21) ? x21 :
                    (rs2 == 'd20) ? x20 :
                    (rs2 == 'd19) ? x19 :
                    (rs2 == 'd18) ? x18 :
                    (rs2 == 'd17) ? x17 :
                    (rs2 == 'd16) ? x16 :
                    (rs2 == 'd15) ? x15 :
                    (rs2 == 'd14) ? x14 :
                    (rs2 == 'd13) ? x13 :
                    (rs2 == 'd12) ? x12 :
                    (rs2 == 'd11) ? x11 :
                    (rs2 == 'd10) ? x10 :
                    (rs2 == 'd09) ? x09 :
                    (rs2 == 'd08) ? x08 :
                    (rs2 == 'd07) ? x07 :
                    (rs2 == 'd06) ? x06 :
                    (rs2 == 'd05) ? x05 :
                    (rs2 == 'd04) ? x04 :
                    (rs2 == 'd03) ? x03 :
                    (rs2 == 'd02) ? x02 :
                    (rs2 == 'd01) ? x01 :
                                    x00 ;
always @(posedge CLK or negedge RSTN)
  begin
    if (~RSTN)
        rs2_data <= 'd0;
    else if (rs2_ren)
        rs2_data <= rs2_forward ? rs2_forward_data : rs2_p;
  end
Register32 i0_Register32(
  .x31     ( x31     ),
  .x30     ( x30     ),
  .x29     ( x29     ),
  .x28     ( x28     ),
  .x27     ( x27     ),
  .x26     ( x26     ),
  .x25     ( x25     ),
  .x24     ( x24     ),
  .x23     ( x23     ),
  .x22     ( x22     ),
  .x21     ( x21     ),
  .x20     ( x20     ),
  .x19     ( x19     ),
  .x18     ( x18     ),
  .x17     ( x17     ),
  .x16     ( x16     ),
  .x15     ( x15     ),
  .x14     ( x14     ),
  .x13     ( x13     ),
  .x12     ( x12     ),
  .x11     ( x11     ),
  .x10     ( x10     ),
  .x09     ( x09     ),
  .x08     ( x08     ),
  .x07     ( x07     ),
  .x06     ( x06     ),
  .x05     ( x05     ),
  .x04     ( x04     ),
  .x03     ( x03     ),
  .x02     ( x02     ),
  .x01     ( x01     ),
  .x00     ( x00     ),
  .x31_wen ( x31_wen ),
  .x30_wen ( x30_wen ),
  .x29_wen ( x29_wen ),
  .x28_wen ( x28_wen ),
  .x27_wen ( x27_wen ),
  .x26_wen ( x26_wen ),
  .x25_wen ( x25_wen ),
  .x24_wen ( x24_wen ),
  .x23_wen ( x23_wen ),
  .x22_wen ( x22_wen ),
  .x21_wen ( x21_wen ),
  .x20_wen ( x20_wen ),
  .x19_wen ( x19_wen ),
  .x18_wen ( x18_wen ),
  .x17_wen ( x17_wen ),
  .x16_wen ( x16_wen ),
  .x15_wen ( x15_wen ),
  .x14_wen ( x14_wen ),
  .x13_wen ( x13_wen ),
  .x12_wen ( x12_wen ),
  .x11_wen ( x11_wen ),
  .x10_wen ( x10_wen ),
  .x09_wen ( x09_wen ),
  .x08_wen ( x08_wen ),
  .x07_wen ( x07_wen ),
  .x06_wen ( x06_wen ),
  .x05_wen ( x05_wen ),
  .x04_wen ( x04_wen ),
  .x03_wen ( x03_wen ),
  .x02_wen ( x02_wen ),
  .x01_wen ( x01_wen ),
  .x_wdata ( x_wdata ),
  .CLK     ( CLK     ),
  .RSTN    ( RSTN    ) 
);
endmodule
```

## /design/flow/constraint.sdc

```tcl
current_design RegisterTop

set clk_period 2.6
set clk_io_pct 0.2

create_clock -name clk0 -period $clk_period [get_ports {CLK}]

set non_clock_inputs [all_inputs -no_clocks]
set_input_delay [expr $clk_period * $clk_io_pct] -clock clk0 $non_clock_inputs
set_output_delay [expr $clk_period * $clk_io_pct] -clock clk0 [all_outputs]
```

## /design/flow/config.mk

```make
export PLATFORM = sky130hd
export DESIGN_NAME = RegisterTop
export DESIGN_NICKNAME = RegisterTop
export VERILOG_FILES = /design/flow/design.v
export SDC_FILE = /design/flow/constraint.sdc
export NUM_CORES = 4
export LEC_CHECK = 1
export CORE_UTILIZATION = 40
```

==> flow_summary_export.csv <==
group,metric,value,unit
synth,edf_count,0,
cts,numCtsBuffers,131,
die,rows,139,
placed_design,gp_congestion,1.06,
critical_path,worstSetupStartpointType,"input port",
critical_path,cp_max_fo,11,
final_timing,slew_viol_final,0,
placed_design,post_dp_cell_area,0.0705,mm^2
cells_and_area,final_cell_area,0.0749,mm^2
synth,postSynthCellCount,5507,
final_timing,clock_skew,0.0268,ns
placed_design,placed_cells,8126,
hold_path,whs_path_depth,3,
global_route,grt_pass1_wl,418000,um
final_timing,finalSetupViolCount,0,
power_and_ir_drop,intPower,35500,uW
route,vias_per_cell,6.47,
synth,synth_top_cell_by_area,"dfrtp_1",
critical_path,cp.required,3.23,ns
synth,synth_area_per_cell,10.6,um^2
cts,post-cts-setup-buffers,0,
route,drtIter0Drc,5259,
cts,ctsLongestPathBuffers,3,
cts,clk_latency,0.80,ns
final_timing,finalHoldViolCount,0,
route,drtPass1Iterations,26,
cts,root_buffer,"clkbuf_16",
synth,synth_async_sr_flop_share,100,%
power_and_ir_drop,switching_share,30.5,%
power_and_ir_drop,switchingPower,15600,uW
die,die_area,0.147,mm^2
final_timing,max_freq,0.391,GHz
run,tool_warnings,26,
synth,yosys_cells,5507,
route,dr_total_vias,54084,
outcome,outcome,"finished clean",
synth,yosys-top-cells-count,"dfrtp_1, mux2_2, o21ai_0",
cts,cts_tree,"yes",
route,post_drt_wl_per_cell,35.6,um
critical_path,crit_top_cell,"buf_4",
critical_path,crit_type,"in -> reg",
global_route,grt_max_degree,85,
critical_path,crit_family,"AND-OR/OR-AND gates",
critical_path,cp_num_cells,10,
die,fp-utilization,40.4,%
hold_path,min_path_type,"in -> reg",
power_and_ir_drop,finalPower,51100,uW
critical_path,critPathArrivalTime,3.19,ns
synth,synthFlopType,"dfrtp_1",
synth,synth_seq_share,45.4,%
synth,synth_top_cell_by_count,"dfrtp_1",
route,routed_wl,298000,um
cells_and_area,layoutNonFillerInstCount,8359,
global_route,grt-ovfl-total,0,
synth,ys_ff,1056,
critical_path,ff2ff_path_depth,7,
global_route,grt_pass1_vias,52703,
synth,synth_area,0.0582,mm^2
critical_path,crit_chain,"buf_2 -> buf_4 -> or3b_2 -> nor2_2 -> buf_12 -> buf_4 -> a22oi_1 -> nand3_1 -> a211oi_2 -> o31ai_1",
power_and_ir_drop,p_leak,0.0328,uW
route,ant_nets,0,
synth,top_cells_by_area,"dfrtp_1, mux2_2, o21ai_0",
power_and_ir_drop,p_comb_share,19.2,%
run,cap_violations,0,
die,fp.dieH,383,um
final_timing,rsz0062_at_grt,"no",
final_timing,post-route-period-util,98.3,%
die,ios,182,
critical_path,crit_buf_inv,4,
global_route,antenna_found_initial,12,
final_timing,slew_headroom,38.5,%
route,drc,0,
synth,ys_area,0.0582,mm^2
global_route,grt_usage,42.0,%
synth,top_cell_area_share,45.4,%
final_timing,tightest_slew,0.920,ns
cts,ctsHtreeMaxLevel,4,
power_and_ir_drop,ir_worst_vdd,0.574,mV
cts,clock-sinks,1056,
die,coreArea,0.144,mm^2
cts,path_clk_slew,0.05,ns
placed_design,hpwl,226000,um
final_timing,fin_crit,2.56,ns
synth,yosysWarnings,2,
die,die_x,383,um
power_and_ir_drop,p_clk_share,36.5,%
synth,synth_cell_types,91,
placed_design,portBuffers,181,
power_and_ir_drop,pwr-share-seq,44.3,%
cells_and_area,syn_to_final_growth,28.7,%
cells_and_area,drive_gt1_share,37.4,%
critical_path,max_stage_delay,0.80,ns
power_and_ir_drop,p_per_area,682,mW/mm^2
final_timing,whs,0.225,ns
critical_path,crit_path_top_delay_cell,"a211oi_2",
critical_path,crit_path_end_kind,"flop",
[cell usage in the layout (no fill, tap or decap), types with 32 or more instances in the layout]
cell type	count
clkdlybuf4s50_1	166
buf_12	175
o211ai_1	44
o22ai_1	186
nand2b_1	51
and3_1	63
mux2_2	1014
a211oi_1	42
o21ai_0	355
a31oi_1	60
mux2i_1	108
nand2_1	234
inv_1	41
dfrtp_1	1055
nor2b_1	54
buf_4	895
a21oi_1	193
nand4_1	32
nor3_1	85
nor2_1	278
or3_1	61
a221oi_1	83
nand3_1	116
o221ai_1	62
clkbuf_16	133
o31ai_1	32
a22oi_1	165
nor4_1	35
[metrics by stage]
step	TNS (ns)	worst slack, ns	utilization [%]
after floorplan	0	0.206	-
final	0	0.0444	52.0
after CTS	0	0.0822	52.0
after global placement	-35.51	-1.41	49.0
after detailed placement	-33.55	-1.08	49.0
after global routing	0	0.00876	52.0
[tightest hold or removal path: cells and delay by family]
family,cells,cell delay (ns)
buffers and inverters,1,0.19
AND-OR/OR-AND,2,0.25
[layout make-up]
cell class / instances / area (um^2)
inverters: 43 / 161
multi-input cells: 3875 / 29700
clock inverters: 44 / 510
repair buffers: 1250 / 12000
diodes: 4 / 10.0
flip-flops and latches: 1056 / 26400
clock buffers: 184 / 3790
well taps: 1903 / 2380
fillers: 12715 / 69100
[power by group through the flow]
stage | clock network, uW | registers (uW) | logic, uW
after CTS | 18800 | 22500 | 9590
after global routing | 19400 | 23000 | 10400
final | 18600 | 22700 | 9800
[layer usage]
metal  share of wire, %  GRT usage [%]
met1                 40           59.3
met5               0.16           1.95
met2                 42           58.7
met3                 12           18.3
met4                4.8           15.1
[final timing paths]
kind | startpoint | end | slack (ns)
hold reg to reg | rs2_data[17] | rs2_data[17] | 0.51
hold / removal | rs1_ren | rs1_data[18] | 0.23
max in group asynchronous | RSTN | i0_Register32.x10[7] | 1.20
setup reg to reg | i0_Register32.x15[31] | rs1_data[31] | 0.07
setup / recovery | rs2[3] | rs2_data[20] | 0.04
min in group asynchronous | RSTN | i0_Register32.x31[9] | 0.30
[logic make-up after synthesis]
kind of cell | synth area share [%]
AND-OR/OR-AND | 17.9
buffers and inverters | 4.11
flip-flops | 45.4
multiplexers | 21.7
AND/OR/NAND/NOR | 10.9
[what timing repair did]
action | CTS | global route
hold buffers | 1 | 0
setup endpoints to repair | 6 | 13
resized | 6 | 12
pin swaps | 0 | 0
hold endpoints to repair | 4 | 0
Power and IR drop assume default switching activity.
